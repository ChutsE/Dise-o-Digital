===== flow/design.v =====
module sum(
  input wire [3:0] a,b,c,
  output wire [4:0] out
);
  assign out = a + b + c;
endmodule

===== flow/run.sh =====
#!/bin/bash
# OpenROAD 26Q1-2900-gdf79404cd8, Yosys 0.63+post, stock flow scripts
make -C /OpenROAD-flow-scripts/flow DESIGN_CONFIG=/design/flow/config.mk WORK_HOME=/design/flow/orfs finish

===== flow/config.mk =====
export PLATFORM = sky130hd
export DESIGN_NAME = sum
export DESIGN_NICKNAME = sum
export VERILOG_FILES = /design/flow/design.v
export SDC_FILE = /design/flow/constraint.sdc
export NUM_CORES = 4
export LEC_CHECK = 1
export CORE_AREA = 10 10 70 70
export DIE_AREA = 0 0 80 80

===== flow/constraint.sdc =====
current_design sum

set clk_period 3.6
set clk_io_pct 0.2

create_clock -name clk0 -period $clk_period

set non_clock_inputs [all_inputs -no_clocks]
set_input_delay [expr $clk_period * $clk_io_pct] -clock clk0 $non_clock_inputs
set_output_delay [expr $clk_period * $clk_io_pct] -clock clk0 [all_outputs]

==> impl_table.tex <==
% Implementation results table
\begin{tabular}{lr}
\hline
Metric & Value \\
\hline
\multicolumn{2}{l}{\textbf{Outcome}} \\
Status & finished clean \\
\multicolumn{2}{l}{\textbf{Synthesis}} \\
Top cell types by occurrence after synthesis & sky130\_fd\_sc\_hd\_\_fa\_1 (5), sky130\_fd\_sc\_hd\_\_inv\_1 (5), sky130\_fd\_sc\_hd\_\_ha\_1 (3) \\
Post-synthesis instance area & 190 um2 \\
Synthesis Warnings & 0 \\
Tally of unique sky130hd cells used after synthesis & 7 \\
Yosys Instances & 17 \\
Chip area in the Yosys report & 190 um2 \\
Part of the Yosys area used for sequential elements & 0\% \\
Cell taking the most area after synthesis & sky130\_fd\_sc\_hd\_\_fa\_1 \\
Cells after synthesis & 17 \\
Biggest area cells & sky130\_fd\_sc\_hd\_\_fa\_1 (53\%), sky130\_fd\_sc\_hd\_\_ha\_1 (20\%), sky130\_fd\_sc\_hd\_\_inv\_1 (9.9\%), sky130\_fd\_sc\_hd\_\_a21oi\_2 (4.6\%), sky130\_fd\_sc\_hd\_\_xnor2\_1 (4.6\%) \\
Mean post-synth cell area & around 11 um2 \\
Dominant cell area share & between 50\% and 60\% \\
\multicolumn{2}{l}{\textbf{Flow run}} \\
Total tool warning count & 32 \\
\# Max-Cap Violations & 0 \\
\multicolumn{2}{l}{\textbf{Setup path}} \\
Nature of the critical path startpoint & input port \\
Data required time at the worst endpoint & approximately 2.9 ns \\
Critical path start-end classification & in2out \\
Worst-path maximum fanout & 2 \\
Sort of element at the end of the critical path & output port \\
Worst Path Arrival & 2.77 ns \\
\multicolumn{2}{l}{\textbf{Finish}} \\
Final-layout clock buffer total & 0 \\
FF+latch area & 0 um2 \\
Non-filler instance count after layout & $\sim$81 \\
Ratio of cells with drive above 1 in the final layout & $\sim$8.6\% \\
Filler Cells Inserted & around 400 \\
Seq\_cells & 0 \\
Layout overhead on the synthesized area & 128\% \\
\multicolumn{2}{l}{\textbf{Hold path}} \\
Number of cells on the worst hold path & 5 \\
Hold path start & c[1] \\
Hold crit path type & in2out \\
Hold Crit Endpoint & out[3] \\
\multicolumn{2}{l}{\textbf{Power}} \\
Internal power & 51.3 uW \\
Reported leakage power & just over 0.0002 uW \\
Part of the total power dissipated in the clock network & 0\% \\
Comb pwr share & approximately 100\% \\
Peak VDD IR & a little over 0.05 mV \\
Total power density per cell area & roughly 180 nW/um2 \\
Net load switching power & between 20 and 30 uW \\
Total power draw & 77.4 uW \\
Sequential share of power & 0\% \\
Sw Share & between 30\% and 40\% \\
\multicolumn{2}{l}{\textbf{Routing}} \\
Number of vias in the routed layout & 183 \\
Initial detailed-routing violation count & 3 \\
Detail-routed via count per cell & between 2 and 2.5 \\
Final routed DRC violation total & 0 \\
Antenna viol nets, final & 0 \\
Antenna diodes & 0 \\
Total iterations of the first detailed-routing run & 2 \\
Detailed Route WL & about 630 um \\
Average detailed-routed wire length per instance & $\sim$7.7 um \\
\multicolumn{2}{l}{\textbf{Timing}} \\
Transition time of the tightest slew-check pin & between 0.15 and 0.2 ns \\
Number of slew-limit violations in the final report & 0 \\
Unrepaired setup endpoints after global routing & no \\
Final Cycle Share & between 90\% and 100\% \\
Shortest clock period the worst path allows after layout & about 3.5 ns \\
Max transition margin & 89.4\% \\
Max Clk Rate & 287 MHz \\
Total setup violations reported at the end of the flow & 0 \\
Final hold violation count & 0 \\
\multicolumn{2}{l}{\textbf{Floorplan}} \\
Die extent in x & approximately 80 um \\
Core Area & between 3000 and 4000 um2 \\
Core utilization at floorplan & between 5 and 6\% \\
Chip area & 6400 um2 \\
Standard-cell row count & 21 \\
Top Ports & 17 \\
Die Height & 80 um \\
\multicolumn{2}{l}{\textbf{Global route}} \\
Antenna violations before repair & 0 \\
Total routing resource utilization after global routing & just over 2\% \\
Maximum number of pins on one net before global-route repair & 3 \\
Vias in the first global route & 203 \\
Grt ovf & 0 \\
Wire length of the first global-routing pass & around 1.0 mm \\
\multicolumn{2}{l}{\textbf{Place}} \\
Post-Place Cells & 80 \\
Number of port buffers & 17 \\
HPWL Detailed & 581 um \\
GP Congestion & 0.831 \\
\multicolumn{2}{l}{\textbf{Clock tree}} \\
Hold bufs inserted after CTS & 0 \\
\hline
\end{tabular}
## cell families (layout without fill, tap and decap cells)
kind of cell | after synthesis | after routing | share of synthesized area, %
XOR/XNOR | 2 | 2 | 9.21
buffers and inverters | 5 | 23 | 9.87
AND-OR/OR-AND | 2 | 2 | 8.55
adder cells (fa/ha/maj) | 8 | 8 | 72.4
## worst max path at each step
stage / to / cells past startpoint / from / slack [ns]
5_1_grt: out[2] / 5 / c[2] / 0.05
4_1_cts: out[2] / 5 / b[1] / 0.01
6_report: out[2] / 5 / c[2] / 0.11
## through the flow
| stage | setup slack, ns | utilization (%) | hold slack, ns | TNS (ns) | cell area [um2] |
|---|---|---|---|---|---|
| final | 0.111 | 12.7 | 2.27 | 0 | 433 |
| after global routing | 0.0460 | 12.7 | 2.35 | 0 | 433 |
| after CTS | 0.0102 | 12.5 | 2.39 | 0 | 425 |
| after floorplan | 0.889 | - | 1.64 | 0 | 190 |
| after detailed placement | -0.168 | 12.2 | 2.48 | -0.314 | 418 |
| after global placement | -0.132 | 12.2 | 2.49 | -0.240 | 418 |
## routing by layer
| layer | track usage [%] | part of all wire, % | vias to the layer above |
|---|---|---|---|
| met5 | 0 | 0 | - |
| met4 | 0 | 0 | 0 |
| met3 | 1.48 | 22 | 0 |
| met2 | 1.93 | 21 | 17 |
| met1 | 3.41 | 56 | 78 |
| li1 | - | - | 88 |
## cell type report
| type | instances | area [um2] | share of cell area, % |
|---|---|---|---|
| repair buffers | 18 | 183 | 42.2 |
| inverters | 5 | 18.8 | 4.34 |
| multi-input cells | 12 | 174 | 40.2 |
| well taps | 46 | 57.6 | 13.3 |
## power by group through the flow
| stage | clock network (uW) | logic [uW] | registers [uW] |
|---|---|---|---|
| after CTS | 0 | 80.4 | 0 |
| after global routing | 0 | 89.8 | 0 |
| final | 0 | 77.4 | 0 |
## critical path, cell delays in order
cell                              delay, ns
sky130_fd_sc_hd__clkdlybuf4s50_1       0.43
sky130_fd_sc_hd__fa_1                  0.51
sky130_fd_sc_hd__buf_4                 0.16
sky130_fd_sc_hd__fa_1                  0.49
sky130_fd_sc_hd__clkdlybuf4s50_1       0.46
## cell usage in the layout (no fill, tap or decap), drive strengths merged
cell | netlist | layout
a21o | 1 | 1
a21oi | 1 | 1
buf | 0 | 1
clkdlybuf4s50 | 0 | 12
dlygate4sd2 | 0 | 2
dlymetal6s2s | 0 | 3
fa | 5 | 5
ha | 3 | 3
inv | 5 | 5
xnor2 | 1 | 1
xor2 | 1 | 1
## repair_timing
item / CTS / global route
setup endpoints to repair: 3 / 1
gates resized: 3 / 3
pin swaps: 4 / 2
setup buffers: 1 / 0
Power figures rest on the tool's default switching activity, not on a simulated workload.
