**config.mk**
```make
export PLATFORM = sky130hd
export DESIGN_NAME = gates
export DESIGN_NICKNAME = gates
export VERILOG_FILES = /design/flow/design.v
export SDC_FILE = /design/flow/constraint.sdc
export NUM_CORES = 4
export LEC_CHECK = 1
export CORE_AREA = 10 10 70 70
export DIE_AREA = 0 0 80 80
```
**constraint.sdc**
```tcl
current_design gates

set clk_period 1.0
set clk_io_pct 0.2

create_clock -name clk0 -period $clk_period

set non_clock_inputs [all_inputs -no_clocks]
set_input_delay [expr $clk_period * $clk_io_pct] -clock clk0 $non_clock_inputs
set_output_delay [expr $clk_period * $clk_io_pct] -clock clk0 [all_outputs]
```
**design.v**
```verilog
`timescale 1ns / 1ps
module gates#(parameter WIDTH = 4)(
  input reg [WIDTH-1:0] a, b,
  output reg [WIDTH-1:0] bitwise_and,
  output reg [WIDTH-1:0] bitwise_or,
  output reg [WIDTH-1:0] bitwise_xor
);
    assign  bitwise_and=a&b;
    assign  bitwise_or = a|b;
    assign  bitwise_xor = a^b; 
endmodule
```
**run.sh**
```bash
#!/bin/bash
# OpenROAD 26Q1-2900-gdf79404cd8, Yosys 0.63+post, stock flow scripts
make -C /OpenROAD-flow-scripts/flow DESIGN_CONFIG=/design/flow/config.mk WORK_HOME=/design/flow/orfs finish
```
==> results.txt <==
run results: status=finished clean, WL final=564 µm, Post-CTS Hold Buffers=0, most frequent cell after synthesis=inv_1, CP max FO=2, Worst VDD drop=0.0636 mV, mean routed wirelength per cell=6.48 µm, Slew @ Worst Pin=0.0589 ns, Ports=20, area of the core=0.00342 mm², crit share post-route=96.3%, flop count=0, # clk buffers=0, CP startpoint=a[1], Worst EP required=0.80 ns, Post-Synthesis Cell Area=145 µm², critical path launch point type=primary input, Post-synth top cells=inv_1 (12), ha_1 (8), worst hold slack=0.754 ns, Vias/cell=2.11, Ant. Diodes=0, Worst Hold Class=primary input to output pin, max cap viols=0, post-DP HPWL=542 µm, kind of critical path=primary input to output pin, largest net degree at the start of global routing=3, Die Wd=80 µm, yosys stat area=145 µm², register area=0 µm², final hold vios=0, area grow syn2layout=173%, Setup-failing EPs final=0, Worst Path Arrival=0.76 ns, Final min period=0.963 ns, Post-Syn Area per Cell=7.26 µm², register share after synthesis=0%, cell type with the largest total area=ha_1, HP Start=b[0], Synth top area share=69.0%, Residual DRC=0, layout cells sized above 1=58.5%, port bufs=20, via count=184, First-pass DRT Iterations=1, post-CTS setup buffer count=0, fp_density=4.25%, Synth warnings=3, Hold Crit Depth=4, Cell Type Count=2, Slew HR=96.1%, vias in the first global route=196, GRT Total Usage=1.59%, ys cells=20, RePlAce Congestion=0.674, grt total ovfl=0, Placed Instance Area=410 µm², static leakage=0.204 nW, fmax=1040 MHz, initial antenna violation count=0, Vert. Die Dim=80 µm, Hold Path End=bitwise_xor[0], crit end category=output pin, first-pass GRT wire length=855 µm, top cells, area=ha_1 (69%), inv_1 (31%), post-synthesis instance total=20, drt initial violations=0, Die Area=0.00640 mm², Power per Cell Area=261 mW/mm², Tool Warnings=39, Post-Layout Inst Area=397 µm², Rows=21, antenna-violating nets left=0, fin. max-slew vios=0
[kinds of logic (layout without fill, tap and decap cells)]
family / after synthesis / in the layout / synth area share (%)
buffers and inverters: 12 / 33 / 31.0
adder cells (fa/ha/maj): 8 / 8 / 69.0
[timing repair]
item / CTS / global route
gates resized: 63 / 6
cloned: 0 / 0
setup endpoints to repair: 12 / 2
pin swaps: 1 / 1
[where the power goes]
part,leakage [nW],switching (mW),internal (mW)
clock,0,0,0
combinational,0.204,0.0345,0.0691
sequential,0,0,0
[worst max path at each step]
stage / endpoint / slack (ns) / cells after the start
5_1_grt: bitwise_or[0] / -0.006 / 5
6_report: bitwise_or[1] / 0.04 / 5
4_1_cts: bitwise_or[1] / 0.003 / 5
[metal layers]
metal | part of all wire, % | track usage [%] | up-vias | wire length [µm]
li1 | - | - | 95 | -
met1 | 43 | 1.85 | 75 | 245
met2 | 35 | 2.41 | 14 | 199
met3 | 21 | 1.25 | 0 | 120
met4 | 0 | 0 | 0 | 0
met5 | 0 | 0 | - | 0
[placed cells by master (no fill, tap or decap)]
cell type / count
inv_2: 9
dlygate4sd2_1: 7
buf_2: 6
ha_1: 4
buf_6: 4
inv_1: 3
ha_2: 3
clkdlybuf4s15_1: 3
ha_4: 1
buf_4: 1
[through the flow]
step	setup WS [ns]	std cells	utilization [%]	power (mW)	setup TNS (ns)
2_1_floorplan	0.336	20	-	0.0110	0
3_3_place_gp	-0.663	87	12.0	0.124	-7.13
3_5_place_dp	-0.676	87	12.0	0.127	-7.30
4_1_cts	0.00273	87	11.2	0.101	0
5_1_grt	-0.00645	87	11.6	0.121	-0.00645
6_report	0.0367	87	11.6	0.104	0
[area by class of cell]
type / instances / area, µm²
Timing Repair Buffer: 21 / 174
Fill cell: 403 / 3020
Inverter: 12 / 45.0
Tap cell: 46 / 57.6
Multi-Input combinational cell: 8 / 120
[critical path, stage by stage]
cell and delay [ns]:
buf_2 0.11, inv_2 0.06, ha_4 0.12, inv_2 0.03, dlygate4sd2_1 0.23
No activity file was given, so power comes from the tool's default toggle rates.
